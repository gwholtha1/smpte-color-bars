==> flow/design.v <==
module hvsync_generator(clk, reset, hsync, vsync, display_on, hpos, vpos);
  input clk;
  input reset;
  output reg hsync, vsync;
  output display_on;
  output reg [8:0] hpos;
  output reg [8:0] vpos;
  parameter H_DISPLAY       = 256;  
  parameter H_BACK          =  23;  
  parameter H_FRONT         =   7;  
  parameter H_SYNC          =  23;  
  parameter H_SYNC_POLARITY =   0;  
  parameter V_DISPLAY       = 240;  
  parameter V_TOP           =   5;  
  parameter V_BOTTOM        =  14;  
  parameter V_SYNC          =   3;  
  parameter V_SYNC_POLARITY =   0;  
  parameter H_SYNC_START    = H_DISPLAY + H_FRONT;
  parameter H_SYNC_END      = H_DISPLAY + H_FRONT + H_SYNC - 1;
  parameter H_MAX           = H_DISPLAY + H_BACK + H_FRONT + H_SYNC - 1;
  parameter V_SYNC_START    = V_DISPLAY + V_BOTTOM;
  parameter V_SYNC_END      = V_DISPLAY + V_BOTTOM + V_SYNC - 1;
  parameter V_MAX           = V_DISPLAY + V_TOP + V_BOTTOM + V_SYNC - 1;
  wire hmaxxed = (hpos == H_MAX) || reset;	 
  wire vmaxxed = (vpos == V_MAX) || reset;	 
  always @(posedge clk)
  begin
    hsync <= (H_SYNC_POLARITY ^ (hpos>=H_SYNC_START && hpos<=H_SYNC_END));
    if(hmaxxed)
      hpos <= 0;
    else
      hpos <= hpos + 1;
  end
  always @(posedge clk)
  begin
    vsync <= (V_SYNC_POLARITY ^ (vpos>=V_SYNC_START && vpos<=V_SYNC_END));
    if(hmaxxed)
      if (vmaxxed)
        vpos <= 0;
      else
        vpos <= vpos + 1;
  end
  assign display_on = (hpos<H_DISPLAY) && (vpos<V_DISPLAY);
endmodule
module smpte_color_bars(
  input clk,
  output hsync,
  output vsync,
  output [2:0] rgb,
  output reg frame_led
);
  reg clk2;  
  always @(posedge clk) begin
    clk2 <= ~clk2;
  end
  reg [4:0] frame_cnt;  
  always @(posedge vsync) begin
    if (frame_cnt == 30) begin  
      frame_led <= ~frame_led;
      frame_cnt <= 0;
    end else begin
      frame_cnt <= frame_cnt + 1;
    end
  end
  wire display_on;  
  wire [8:0] hpos;  
  wire [8:0] vpos;  
  wire r_on;  
  wire g_on;  
  wire b_on;  
  wire reset;
  assign reset = 0;  
  hvsync_generator #(
    .H_DISPLAY(256),  
    .H_BACK(60),  
    .H_FRONT(40),  
    .H_SYNC(25),  
    .H_SYNC_POLARITY(1),  
    .V_SYNC_POLARITY(1)  
  )
  hvsync_gen (
    .clk(clk2),  
    .reset(reset),
    .hsync(hsync),
    .vsync(vsync),
    .display_on(display_on),
    .hpos(hpos),
    .vpos(vpos)
  );
  assign b_on = ~hpos[5] && display_on;
  assign r_on = ~hpos[6] && display_on;
  assign g_on = ~hpos[7] && display_on;
  assign rgb = {b_on, g_on, r_on};
endmodule
==> flow/run.sh <==
#!/bin/bash
# OpenROAD 26Q1-2900-gdf79404cd8, Yosys 0.63+post, stock flow scripts
make -C /OpenROAD-flow-scripts/flow DESIGN_CONFIG=/design/flow/config.mk WORK_HOME=/design/flow/orfs finish
==> flow/config.mk <==
export PLATFORM = sky130hd
export DESIGN_NAME = smpte_color_bars
export DESIGN_NICKNAME = smpte_color_bars
export VERILOG_FILES = /design/flow/design.v
export SDC_FILE = /design/flow/constraint.sdc
export NUM_CORES = 4
export LEC_CHECK = 1
export CORE_AREA = 10 10 103 103
export DIE_AREA = 0 0 113 113
==> flow/constraint.sdc <==
current_design smpte_color_bars

set clk_period 1.2
set clk_io_pct 0.2

create_clock -name clk0 -period $clk_period [get_ports {clk}]

set non_clock_inputs [all_inputs -no_clocks]
set_input_delay [expr $clk_period * $clk_io_pct] -clock clk0 $non_clock_inputs
set_output_delay [expr $clk_period * $clk_io_pct] -clock clk0 [all_outputs]
==> notes.md <==
yosys + openroad results -> fp_density=15.2%, min cycle time layout=453 ps, worst path buffer plus inverter count=1, vias in the first global route=758, worst r2r path cells=1, hold path start=clk2, Pwr Density=23.6 nW/um^2, Fmax=2210 MHz, RSZ-0062 raised after global routing=no, worst r2r src=clk2, CP startpoint kind=flip-flop, Final Skew=0 ps, Worst VDD drop=0.0507 mV, Synth-to-Final Area Change=13.8%, Max transition margin=80.1%, Final GP Congestion=0.814, CTS clock-pin slew for the worst setup and hold paths=0 ps, largest net degree at the start of global routing=21, Pleak=0.505 nW, register pins left without a clock=26, WL per Instance=8.18 um, first-pass GRT wire length=3530 um, dpl hpwl=1480 um, post-CTS sizing=0, Ports=7, Hold Slack=362 ps, DRC=0, Routed Wire Length=1950 um, most frequent cells in the layout=nor2_1 (17), dfxtp_1 (17), inv_1 (10), edfxtp_1 (10), nand2_1 (8), crit path cell chain=inv_1, CP Capture Type=flip-flop, DR iter-0 viols=45, endpoints left unconstrained=42, Flop area=641 um^2, Min-Delay Endpoint=clk2, antenna violations before repair=0, mux share=0.791%, pre-CTS WS=743 ps, WHS Path Cells=1, flops out of synthesis=27, Slew Limit Fails=0, Via density=3.68, layout cells sized above 1=3.76%, port buffer count=6, FF-to-FF End=clk2, combinational gate area=556 um^2, syn avg cell area=9.73 um^2, worst hold path type=reg -> reg, crit share post-route=37.8%, CP delay by family, top=flip-flops, FILL cells=923, CP peak stage delay=300 ps, n_diodes=0, Routed Antenna Nets=0, Post-synth EDFFs=10, post-CTS setup buffer count=0, yosys warns=2, CP Class=reg -> reg, Chip Area, Yosys=1260 um^2, All-Layer GR Usage=3.00%, chip area=12800 um^2, worst endpoint required time=1090 ps, Synth Cell Area=1260 um^2, Core ar.=8300 um^2, Non-Filler Instances=238, status=finished, final reports clean, Via Count=876, maxcap violations=0, Hold Vio Cnt, Final=0, row cnt=33, die height=113 um, Power Total=0.0339 mW, main logic family after synthesis=simple AND/OR/NAND/NOR gates, Synth Instances=130, Worst Tran Pin Value=298 ps, flop-to-flop setup slack=750 ps, Seq share, synth=50.6%, First-pass DRT Iterations=4, final setup vio count=0, Final TNS setup=0 ps, yosys aoi share=9.00%, hold_buf cts=0, GRT overflow=0, Async SR Flop Fraction=0%, post-route setup slack=747 ps, OpenROAD warnings=31, worst endpoint data arrival time=340 ps, clk latency late pin=0 ps, Inst Count DP=238, yosys xor share=5.54%, Most common reg cell=dfxtp_1, CP max-delay cell=dfxtp_1, worst-path maximum fanout=2, Post-Synth Simple-Gate Area=22.7%, yosys cell count=130, die width=113 um, adder share=5.93%, synth unique cells=33
[cell families (layout without fill, tap and decap cells)]
| kind of cell | after synthesis | in the layout |
|---|---|---|
| buffers and inverters | 15 | 18 |
| xor gates and xnor gates | 8 | 8 |
| muxes | 1 | 1 |
| adders and majority gates | 6 | 6 |
| DFF | 27 | 27 |
| AOI/OAI and AO/OA | 19 | 19 |
| and+or+nand+nor | 54 | 54 |
[where the power goes]
part / leakage [nW] / total (mW) / switching [mW] / internal, mW
clock network: 0 / 0 / 0 / 0
registers: 0.251 / 0.0339 / 0 / 0.0339
logic: 0.254 / 0.000000254 / 0 / 0
total: 0.505 / 0.0339 / 0 / 0.0339
[area by class of cell]
cell class              count  share of cell area, %
repair buffers              8                   5.21
inverters                  10                   2.61
multi-input cells          88                   38.6
well taps                 105                   9.12
flip-flops and latches     27                   44.5
[how the worst max path moves through the flow]
stage	from	to	slack, ps	depth (start not counted)
CTS	clk2	clk2	740	1
global route	clk2	clk2	720	1
finish	clk2	clk2	750	1
[flip-flops by register name (all words and copies together) (netlist names)]
| name | flops |
|---|---|
| hvsync_gen.hpos | 9 |
| hvsync_gen.vpos | 9 |
| frame_cnt | 5 |
| clk2 | 1 |
| frame_led | 1 |
| hvsync_gen.hsync | 1 |
| hvsync_gen.vsync | 1 |
[routing by layer]
metal	part of all wire, %	routed length (um)	vias up	track usage, %
met1	50	980	398	4.47
met3	5.7	111	0	0.481
li1	-	-	461	-
met4	0	0	0	0
met5	0	0	-	0
met2	44	855	17	4.76
[cell usage after synthesis (3+ instances only)]
cell type,n,area [um^2]
buf_4,3,22.5
a21oi_1,6,30.0
dfxtp_1,17,340
inv_1,10,37.5
edfxtp_1,10,300
nand4_1,4,25.0
or3_1,3,18.8
o21ai_0,7,35.0
nor2_1,17,63.8
ha_1,6,75.1
nand3_1,7,35.0
nand2_1,8,30.0
xor2_1,6,52.6
[through the flow]
stage | instance area [um^2] | utilization (%)
2_1_floorplan | 1260 | -
3_3_place_gp | 1440 | 17.4
3_5_place_dp | 1440 | 17.4
4_1_cts | 1440 | 17.4
5_1_grt | 1440 | 17.4
6_report | 1440 | 17.4
No activity file was given, so power comes from the tool's default toggle rates.
